===== /design/flow/run.sh =====
#!/bin/bash
# OpenROAD 26Q1-2900-gdf79404cd8, Yosys 0.63+post, stock flow scripts
make -C /OpenROAD-flow-scripts/flow DESIGN_CONFIG=/design/flow/config.mk WORK_HOME=/design/flow/orfs finish

===== /design/flow/design.v =====
module example1_manual
  (
   input clk,
   input reset_n,
   input ext_sync,      
   input seq,           
   input start,         
   output reg running,  
   output reg done      
   );
   reg [3:0] stall_count;
   always @(posedge clk or negedge reset_n) begin
      if(!reset_n) begin
	 running     <= 0;
	 done        <= 0;
	 stall_count <= 0;
      end else begin
	 if(start) begin
	    running <= 1;
	    done    <= 0;
	 end else if(done) begin
	    done    <= 0;
	 end else if(running) begin
	    case(seq)
	      0: begin  
		 stall_count <= stall_count + 1;
		 if(stall_count >= 10) begin
		    running <= 0;
		    done <= 1;
		 end 
	      end
	      1: begin  
		 if(ext_sync) begin
		    running <= 0;
		    done <= 1;
		 end
	      end
	      endcase
	 end else begin
	    done <= 0;
	 end
      end
   end
endmodule

===== /design/flow/config.mk =====
export PLATFORM = sky130hd
export DESIGN_NAME = example1_manual
export DESIGN_NICKNAME = example1_manual
export VERILOG_FILES = /design/flow/design.v
export SDC_FILE = /design/flow/constraint.sdc
export NUM_CORES = 4
export LEC_CHECK = 1
export CORE_AREA = 10 10 70 70
export DIE_AREA = 0 0 80 80

===== /design/flow/constraint.sdc =====
current_design example1_manual

set clk_period 1.7
set clk_io_pct 0.2

create_clock -name clk0 -period $clk_period [get_ports {clk}]

set non_clock_inputs [all_inputs -no_clocks]
set_input_delay [expr $clk_period * $clk_io_pct] -clock clk0 $non_clock_inputs
set_output_delay [expr $clk_period * $clk_io_pct] -clock clk0 [all_outputs]

==> run summary <==
Results of an implementation run.

Entering global routing, the biggest net connects 7 pins. The critical path data required time is 1.36 ns. The count of TritonRoute iterations in the first routing pass is 1. Setup repair after global routing left no endpoint under its margin. At the later pin of the worst-skew pair, clock insertion delay measures 0.24 ns.

In this run the critical register-to-register path is captured at done. The cell with the largest stage delay on the worst path is clkdlybuf4s50_1. Per the post-synthesis stats, the area per cell is 11.8 um2. For this design the static power due to leakage is 0.170 nW.

Counting every sink on the clock net gives 6. The routed design has 577 um of wire. The logs give a warning total of 26. Synthesis handed over a netlist of 24 instances. The run finished with clean final reports. In this run the layout overhead on the synthesized area is reported as 52.2%. Endpoints with negative setup slack in the final report add up to 0. Looking at the worst setup and hold paths, the clock pins of their registers show a slew of 0.04 ns. The number of cell instances after yosys synthesis is 24. The script logs the ratio of routed vias to standard cells as 2.59. The core occupancy in the finished layout is 12.6%. The floorplan step set the die height to 80 um. STA classifies the critical path endpoint as an output pin. Input and output buffers added on the ports amount to 6.

The distinct cell type count of the synthesized netlist is 12. The register cell area after layout is 150 um2. Across the VDD grid, the largest voltage drop is 0.348 mV.

After clock tree synthesis, the flow added hold-fix buffers numbering 0. Per the layout area report, the combinational gate area comes to 129 um2. The worst register-to-register path begins at stall_count[0]. Among all stages on the critical path, the maximum delay recorded is 0.49 ns. The number of storage elements in the synthesis netlist is 6. In the final run the clock tree shows a worst skew of 0.00138 ns. During I/O placement, the number of pins put on the boundary was 7. Static timing analysis puts the maximum clock frequency at 681 MHz. The wire length of the first global-routing pass is 1050 um. The post-CTS setup repair buffer count is 0. The buffer levels on the longest clock path is 2. According to the Yosys statistics, the synthesized design has a chip area of 283 um2. The total core area is 3420 um2. Per STA, the worst path is made up of clkdlybuf4s50_1. In this run the number of cells on the critical path is 1.

The category of the worst setup path launch point is a flop. The detailed router finished its first iteration with 0 violations. The die outline width is 80 um. The number of antenna-violating nets in the routed design is 0.

The share of synthesized area occupied by flip-flops and latches is 53.1%. The floorplan step defined a die boundary enclosing 6400 um2. The most common logic cells in the final layout are dfrtp_1, clkdlybuf4s50_1, nor2_1, xnor2_1, clkbuf_4.

The routed design ends up with an antenna cell count of 0. The worst-case max-slew headroom was logged as 80.5%. Per the TritonCTS log, the buffer count is 3. The areal power density over the cells is 1270 nW/um2. The family with the most delay on the worst path is buffers and inverters. The combined global-route utilization of all metal layers is 2.14%. After its last routability iteration, the placer logged a weighted congestion of 0.801. Per the final layout report, the fraction of cells sized above drive strength 1 comes to 14.7%. At the floorplan stage, the core utilization is reported as 8.28%. The critical path capture point is done. For this run, the number of Yosys warnings is 1. The report shows a maximum critical-path fanout of 3. The worst hold-check path type is in -> async. The via count of the first global-routing pass came to 240. The number of buffers and inverters on the critical path is 1. Counting I/O delays and the setup requirement, the final critical path takes 1.47 ns. Looking at the clock tree report, the root buffer type is clkbuf_4. Data on the critical path arrives at its endpoint at 1.13 ns. The worst path uses 86.3% of the clock period.

The CTS tree is done. The count of H-tree levels built during CTS is 1. For reference, the critical path is launched at done. The final max-slew violation count recorded for this run is 0. Before any placement, the netlist area is recorded as 283 um2. The setup path with the least slack is of type reg -> out. The via count is 207. The total number of placement rows is 21. Per the run summary, max-cap violations total 0. Endpoints failing hold in the final report were tallied at 0. Adding up every negative setup slack in the final design gives 0 ns. The worst reg2reg path depth is 5. The initial antenna violation count was 0. The setup slack of the worst register-to-register path is 0.42 ns. The DRC violation total left in the routed layout is recorded as 0. The global-route congestion overflow total is 0. Per the detail_route report, routed wire per instance is 7.21 um. The transition at the pin with the smallest max-transition slack is 0.292 ns.

The tally of filler cells in the layout is 394. The cell resize tally after clock tree synthesis is 0.
## how the worst min path moves through the flow
stage / from / end / slack, ns / depth (start not counted)
4_1_cts: reset_n / running / 0.34 / 1
5_1_grt: reset_n / stall_count[2] / 0.35 / 1
6_report: reset_n / running / 0.33 / 1
## final cells by class
| class | count | share of cell area, % |
|---|---|---|
| Sequential cell | 6 | 34.9 |
| Multi-Input combinational cell | 17 | 29.9 |
| Timing Repair Buffer | 7 | 15.7 |
| Tap cell | 46 | 13.4 |
| Clock buffer | 3 | 5.23 |
| Inverter | 1 | 0.872 |
## per-layer routing
metal | up-vias | global-route usage [%] | part of all wire [%]
li1 | 103 | - | -
met1 | 93 | 2.62 | 49
met2 | 11 | 2.57 | 33
met3 | 0 | 2.27 | 18
met4 | 0 | 0.176 | 0
met5 | - | 0 | 0
## worst reg2reg max path: stages (launching register included)
cell and delay (ns):
dfrtp_1 0.36, inv_1 0.08, ha_1 0.20, o31ai_1 0.22
o21ai_0 0.13, and3_1 0.18
## cells in the mapped netlist, drive strengths merged
library cell	n	area, um2
nor2	3	11.3
and3	1	6.26
ha	2	25.0
xnor2	3	26.3
o31ai	1	7.51
nand4	1	6.26
nor4b	1	23.8
a21oi	2	10.0
nand2	2	7.51
dfrtp	6	150
o21ai	1	5.00
inv	1	3.75
## flip-flops by register name, summed over array words and instances, names as in the netlist
name and flops:
stall_count 4, done 1, running 1
## per-stage QoR
step	hold WS (ns)	worst slack, ns	instance area [um2]	power, mW	instances
finish	0.335	0.232	430	0.547	80
global route	0.347	0.166	430	0.597	80
CTS	0.336	0.219	430	0.555	80
detailed placement	0.475	0.0794	408	0.422	77
global placement	0.459	0.113	408	0.408	77
floorplan	0.0444	0.564	283	0.353	24
## power by group
group	switching [mW]	internal [mW]	total (mW)
clock network	0.0465	0.0795	0.126
registers	0.0575	0.202	0.259
logic	0.0659	0.0959	0.162
## cell families (layout without fill, tap and decap cells)
kind of cell	Yosys count	in the layout	share of synthesized area [%]
AOI/OAI and AO/OA	4	4	7.96
xor gates and xnor gates	3	3	9.29
adders and majority gates	2	2	8.85
buffers and inverters	1	11	1.33
DFF	6	6	53.1
and+or+nand+nor	8	8	19.5
No activity file was given, so power comes from the tool's default toggle rates.
